--- flow/run.sh ---
#!/bin/bash
# OpenROAD 26Q1-2900-gdf79404cd8, Yosys 0.63+post, stock flow scripts
make -C /OpenROAD-flow-scripts/flow DESIGN_CONFIG=/design/flow/config.mk WORK_HOME=/design/flow/orfs finish
--- flow/config.mk ---
export PLATFORM = sky130hd
export DESIGN_NAME = MUX
export DESIGN_NICKNAME = MUX
export VERILOG_FILES = /design/flow/design.v
export SDC_FILE = /design/flow/constraint.sdc
export NUM_CORES = 4
export LEC_CHECK = 1
export CORE_AREA = 10 10 85 85
export DIE_AREA = 0 0 95 95
--- flow/constraint.sdc ---
current_design MUX

set clk_period 16.7
set clk_io_pct 0.2

create_clock -name clk0 -period $clk_period

set non_clock_inputs [all_inputs -no_clocks]
set_input_delay [expr $clk_period * $clk_io_pct] -clock clk0 $non_clock_inputs
set_output_delay [expr $clk_period * $clk_io_pct] -clock clk0 [all_outputs]
--- flow/design.v ---
`timescale 1ns/1ns
module MUX( ALUOut, HiOut, LoOut, Shifter, Signal, dataOut );
    input [31:0] ALUOut ;
    input [31:0] HiOut ;
    input [31:0] LoOut ;
    input [31:0] Shifter ;
    input [5:0] Signal ;
    output [31:0] dataOut ;
    parameter AND = 6'b100100;
    parameter OR  = 6'b100101;
    parameter ADD = 6'b100000;
    parameter SUB = 6'b100010;
    parameter SLT = 6'b101010;
    parameter SLL = 6'b000000;
    parameter MFHI= 6'b010000;
    parameter MFLO= 6'b010010;
    assign dataOut = (Signal == AND || Signal == OR || Signal == ADD ||
                      Signal == SUB || Signal == SLT) ? ALUOut :
                     (Signal == MFHI) ? HiOut :
                     (Signal == MFLO) ? LoOut :
					 (Signal == SLL) ? Shifter :
                     32'b0 ;
endmodule
==> reports/metrics.csv <==
stage;metric;value;unit
synthesis;area of the mapped netlist;0.00150;sq mm
placed_design;placed cells;446;
hold_path;Hold Path End;dataOut[18];
placed_design;Port Buffer Count;166;
setup_path;Worst path slowest cell;mux2_2;
synthesis;dominant cell type by area after synthesis;a311oi_1;
synthesis;yosys cell count;244;
final_timing;Hold Fails Final Rpt;0;
setup_path;critical path peak fanout;66;
setup_path;CP Cell Sequence;buf_2 -> buf_4 -> mux2_2 -> or3_1 -> buf_4 -> a311oi_1 -> clkdlybuf4s50_1;
detailed_routing;routed wire length;8860;um
setup_path;Most common cell on crit path;buf_4;
detailed_routing;First-pass DRT Iterations;4;
global_route;vias in the first global route;2424;
final_timing;actual slew at the worst max-slew pin;635;ps
layout;Non-Filler Instances;446;
clocking;post-CTS setup buffer count;0;
detailed_routing;vias per cell;5.41;
power_and_ir_drop;maximum vdd drop;0.0000103;V
synthesis;Unique cell types;15;
floorplan;die y size;95;um
hold_path;Hold Path Origin;HiOut[18];
synthesis;Yosys warnings;0;
final_timing;fmax;104;MHz
placed_design;gpl congestion;0.830;
final_timing;relative slew slack;57.7;%
hold_path;hold depth;4;
synthesis;Post-Syn Instances;244;
placed_design;dpl ws;7130;ps
final_timing;final period utilization;57.4;%
detailed_routing;wire per inst;19.9;um
detailed_routing;Iter 0 DRT Violations;83;
final_timing;max-slew violations;0;
setup_path;Max stage delay on crit path;640;ps
placed_design;Detailed Place HPWL;6830;um
status;status;finished clean;
floorplan;fp util;27.5;%
power_and_ir_drop;PwrDens;20.2;mW/mm^2
detailed_routing;vias post-DR;2413;
layout;register area;0;sq um
layout;# clk buffers;0;
global_route;total grt overflow;0;
floorplan;Die W;95;um
layout;final core utilization;56.9;%
detailed_routing;ant diodes;0;
final_timing;# setup viols final;0;
final_timing;min Tclk post-route;9590;ps
detailed_routing;drc violations;0;
job;tool warnings;33;
hold_path;worst hold path class;in -> out;
floorplan;FP Rows;27;
floorplan;I/O pins;166;
job;max cap viols;0;
setup_path;Crit. End Element;output port;
setup_path;critical path class;in -> out;
setup_path;CP arrival;6250;ps
setup_path;Worst setup SP type;input pin;
synthesis;Seq share, synth;0;%
global_route;first-pass GRT wire length;13200;um
clocking;post_cts resized;0;
floorplan;Chip Area;0.00903;sq mm
setup_path;critical path required time;13360;ps
global_route;GRT Total Usage;18.1;%
layout;synth-to-layout area growth;107;%
layout;flop count;0;
final_timing;fin worst setup slack;7110;ps
synthesis;Avg Inst Size Synth;6.16;sq um
power_and_ir_drop;leakage;1.01;nW
synthesis;Top cell area share;18.6;%
floorplan;CORE AREA;0.00547;sq mm
detailed_routing;antenna-violating nets left;0;
global_route;largest net degree at the start of global routing;67;
final_timing;total negative slack;0;ps
final_timing;RSZ-0062 raised after global routing;no;
clocking;hold_buf cts;0;
layout;share of cells above drive strength 1;3.74;%
global_route;initial antenna violation count;0;
synthesis;Top cells by area;a311oi_1 19%, nor3b_1 16%, nor4_1 14%;
layout;Top cell excl fill/tap;clkdlybuf4s50_1;
synthesis;chip area in the Yosys report;0.00150;sq mm
[how the worst max path moves through the flow]
stage / start / to / slack (ps) / cells after the start
after CTS: Signal[1] / dataOut[8] / 7120 / 7
after global routing: Signal[1] / dataOut[12] / 6880 / 7
final: Signal[1] / dataOut[29] / 7110 / 7
[kinds of logic after synthesis]
group,after synthesis,share of synthesized area [%]
simple gates,135,56.5
compound gates,64,29.3
buf+inv,44,13.5
mux,1,0.749
[per-stage QoR]
| step | instance area, sq um | power [mW] | hold WS [ps] |
|---|---|---|---|
| 2_1_floorplan | 1500 | 0.0193 | 6830 |
| 3_3_place_gp | 3110 | 0.0629 | 7740 |
| 3_5_place_dp | 3110 | 0.0629 | 7740 |
| 4_1_cts | 3110 | 0.0633 | 7750 |
| 5_1_grt | 3110 | 0.0678 | 7790 |
| 6_report | 3110 | 0.0629 | 7740 |
[power by group]
group          internal, mW  switching, mW  leakage [nW]
logic                0.0422         0.0207          1.01
clock network             0              0             0
registers                 0              0             0
total                0.0422         0.0207          1.01
[worst max-delay path, delay by kind of cell]
kind | cells | cell delay, ps
compound gates | 1 | 260
simple gates | 1 | 640
mux | 1 | 640
buf+inv | 4 | 1350
[synth_stat cells]
cell type and count:
clkbuf_1 37, nor4_1 33, a311oi_1 32, and3_1 32, nor3_1 32, nor3b_1 32
o21ai_0 32, buf_6 5, buf_1 2, nand2b_1 2, mux2_2 1, nor2b_1 1
or2_1 1, or3_1 1, or4_4 1
[cell type report]
type	count	area (sq um)
fill	545	2360
timing repair buffer	174	1710
multi-input combinational	200	1310
tap	72	90.1
[layer usage]
layer | vias up | share of wire [%] | track usage, % | routed length [um]
li1 | 1248 | - | - | -
met1 | 1072 | 41 | 22.8 | 3590
met2 | 89 | 51 | 32.8 | 4540
met3 | 4 | 7.9 | 3.69 | 704
met4 | 0 | 0.28 | 0.499 | 25
met5 | - | 0 | 0 | 0
Power figures rest on the tool's default switching activity, not on a simulated workload.
