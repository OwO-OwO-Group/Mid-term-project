[design/flow/design.v]
`timescale 1ns/1ns
module ALU( dataA, dataB, Signal, binvert, carryIn, dataOut, carryOut );
    input   dataA, dataB, carryIn, binvert;
    input [5:0]   Signal;
    output  dataOut, carryOut;
    wire    rcaB;
    wire    andOut, orOut, FAout;  
	parameter AND = 6'b100100;
    parameter OR  = 6'b100101;
    parameter ADD = 6'b100000;
    parameter SUB = 6'b100010;
    parameter SLT = 6'b101010;
    and tand (andOut, dataA, dataB);  
    or tor (orOut, dataA, dataB);     
    xor invert (rcaB, dataB, binvert);
    FA tFA ( .a(dataA), .b(rcaB), .c(carryIn), .cout(carryOut), .sum(FAout) );    
    assign dataOut = (Signal == AND) ? andOut :
                     (Signal == OR) ? orOut :
                     (Signal == ADD || Signal == SUB || Signal == SLT) ? FAout : 1'b0;
endmodule
`timescale 1ns/1ns
module ALU_32bits(dataA, dataB, Signal, dataOut);
	input [31:0] dataA, dataB;
	input [5:0] Signal;
	output [31:0] dataOut;
    wire [31:0] c, tmp;
	wire binvert;
	parameter AND = 6'b100100;
	parameter OR  = 6'b100101;
	parameter ADD = 6'b100000;
	parameter SUB = 6'b100010;
	parameter SLT = 6'b101010;
    assign binvert = (Signal == SUB || Signal == SLT) ? 1'b1 : 1'b0;
	ALU talu1 ( dataA[0], dataB[0], Signal, binvert, binvert, tmp[0], c[0] );
	ALU talu2 ( dataA[1], dataB[1], Signal, binvert, c[0], tmp[1], c[1] );
	ALU talu3 ( dataA[2], dataB[2], Signal, binvert, c[1], tmp[2], c[2] );
	ALU talu4 ( dataA[3], dataB[3], Signal, binvert, c[2], tmp[3], c[3] );
	ALU talu5 ( dataA[4], dataB[4], Signal, binvert, c[3], tmp[4], c[4] );
	ALU talu6 ( dataA[5], dataB[5], Signal, binvert, c[4], tmp[5], c[5] );
	ALU talu7 ( dataA[6], dataB[6], Signal, binvert, c[5], tmp[6], c[6] );
	ALU talu8 ( dataA[7], dataB[7], Signal, binvert, c[6], tmp[7], c[7] );
	ALU talu9 ( dataA[8], dataB[8], Signal, binvert, c[7], tmp[8], c[8] );
	ALU talu10 ( dataA[9], dataB[9], Signal, binvert, c[8], tmp[9], c[9] );
	ALU talu11 ( dataA[10], dataB[10], Signal, binvert, c[9], tmp[10], c[10] );
	ALU talu12 ( dataA[11], dataB[11], Signal, binvert, c[10], tmp[11], c[11] );
	ALU talu13 ( dataA[12], dataB[12], Signal, binvert, c[11], tmp[12], c[12] );
	ALU talu14 ( dataA[13], dataB[13], Signal, binvert, c[12], tmp[13], c[13] );
	ALU talu15 ( dataA[14], dataB[14], Signal, binvert, c[13], tmp[14], c[14] );
	ALU talu16 ( dataA[15], dataB[15], Signal, binvert, c[14], tmp[15], c[15] );
	ALU talu17 ( dataA[16], dataB[16], Signal, binvert, c[15], tmp[16], c[16] ); 
	ALU talu18 ( dataA[17], dataB[17], Signal, binvert, c[16], tmp[17], c[17] );
	ALU talu19 ( dataA[18], dataB[18], Signal, binvert, c[17], tmp[18], c[18] );
	ALU talu20 ( dataA[19], dataB[19], Signal, binvert, c[18], tmp[19], c[19] );
	ALU talu21 ( dataA[20], dataB[20], Signal, binvert, c[19], tmp[20], c[20] );
	ALU talu22 ( dataA[21], dataB[21], Signal, binvert, c[20], tmp[21], c[21] );
	ALU talu23 ( dataA[22], dataB[22], Signal, binvert, c[21], tmp[22], c[22] );
	ALU talu24 ( dataA[23], dataB[23], Signal, binvert, c[22], tmp[23], c[23] );
	ALU talu25 ( dataA[24], dataB[24], Signal, binvert, c[23], tmp[24], c[24] );
	ALU talu26 ( dataA[25], dataB[25], Signal, binvert, c[24], tmp[25], c[25] );
	ALU talu27 ( dataA[26], dataB[26], Signal, binvert, c[25], tmp[26], c[26] );
	ALU talu28 ( dataA[27], dataB[27], Signal, binvert, c[26], tmp[27], c[27] );
	ALU talu29 ( dataA[28], dataB[28], Signal, binvert, c[27], tmp[28], c[28] );
	ALU talu30 ( dataA[29], dataB[29], Signal, binvert, c[28], tmp[29], c[29] );
	ALU talu31 ( dataA[30], dataB[30], Signal, binvert, c[29], tmp[30], c[30] );
	ALU talu32 ( dataA[31], dataB[31], Signal, binvert, c[30], tmp[31], c[31] );
	assign dataOut = (Signal != SLT) ? tmp : tmp[31] ? 32'b00000000000000000000000000000001 : 
	                                   32'b00000000000000000000000000000000;
endmodule
`timescale 1ns/1ns
module FA(a, b, c, cout, sum);
   input a, b, c; 
   output cout, sum;
   wire w1, w2, w3; 
   and(w1, a, b); 
   and(w2, a, c); 
   and(w3, b, c); 
   or(cout, w1, w2, w3); 
   xor(sum, a, b, c); 
endmodule
[design/flow/run.sh]
#!/bin/bash
# OpenROAD 26Q1-2900-gdf79404cd8, Yosys 0.63+post, stock flow scripts
make -C /OpenROAD-flow-scripts/flow DESIGN_CONFIG=/design/flow/config.mk WORK_HOME=/design/flow/orfs finish
[design/flow/config.mk]
export PLATFORM = sky130hd
export DESIGN_NAME = ALU_32bits
export DESIGN_NICKNAME = ALU_32bits
export VERILOG_FILES = /design/flow/design.v
export SDC_FILE = /design/flow/constraint.sdc
export NUM_CORES = 4
export LEC_CHECK = 1
export CORE_UTILIZATION = 50
[design/flow/constraint.sdc]
current_design ALU_32bits

set clk_period 25.6
set clk_io_pct 0.2

create_clock -name clk0 -period $clk_period

set non_clock_inputs [all_inputs -no_clocks]
set_input_delay [expr $clk_period * $clk_io_pct] -clock clk0 $non_clock_inputs
set_output_delay [expr $clk_period * $clk_io_pct] -clock clk0 [all_outputs]
==> flow_metrics.tcl <==
# flow metrics
set metrics [dict create \
    fin_tns_setup_ns 0 \
    place_congestion 0.899 \
    yosysChipArea_um2 1890 \
    top_layer_used "met4" \
    syn_inst 211 \
    critPathLaunchType "input port" \
    ys_cells 211 \
    p_leak_uw 0.00104 \
    route.met3.wl_um 339 \
    fillers 219 \
    swShare_pct 41.6 \
    report.final.hold_viol_count 0 \
    worstHoldEndpoint "dataOut[31]" \
    antenna_left 0 \
    die_w_um 63.4 \
    hp-class "in -> out" \
    cp.arrival_ns 19.53 \
    overflow 0 \
    yosys-top-cells-count "33 x nor2_1, 31 x a22oi_1, 30 x fa_1, 30 x maj3_1, 28 x xnor2_1" \
    top_area_cell "fa_1" \
    routedWlPerCell_um 13.9 \
    routedLengthMet1_mm 2.23 \
    antenna_found_initial 0 \
    rsz0062_at_grt "false" \
    core_um2 3470 \
    switching_power_uw 18.2 \
    clock_power_share_pct 0 \
    ios 102 \
    setup_viol 0 \
    antenna_cells 0 \
    yosys.area.top_type_share_pct 31.9 \
    track_usage_pct 27.6 \
    route.met2.wl_mm 2.22 \
    cp_data_required_time_ns 20.48 \
    ir_drop_uv 11.2 \
    die_h_um 63.4 \
    vias 1901 \
    synth_seq_share_pct 0 \
    yosysWarnings 0 \
    post_cts_buffers 0 \
    fp_util_pct 54.4 \
    outcome "completed" \
    area_growth_pct 54.5 \
    maxSlewHeadroom_pct 56.1 \
    avgSynthCellArea_um2 8.94 \
    seq_area_um2 0 \
    design.seq.count 0 \
    postLayoutCellArea_um2 2910 \
    grt_max_degree 37 \
    drc 0 \
    finalPower_uw 43.7 \
    yosysMostFrequentCell "nor2_1" \
    grt_pass1_vias 1911 \
    drive_above_1_share_pct 3.67 \
    warnings 34 \
    clkbuf_count 0 \
    hold-path-cell-count 3 \
    fin_cells 346 \
    io_buffers 102 \
    routed_via_density 5.49 \
    post-place-cells 346 \
    cts-resized-gates 0 \
    die_area_um2 4020 \
    cpMaxStageDelayCell "nor4b_1" \
    min_period_over_period_pct 96.3 \
    wl_mm 4.81 \
    cp_common_cell "fa_1" \
    dp_hpwl_mm 3.81 \
    drv_cap 0 \
    drtIter0Drc 80 \
    pwr-share-comb_pct 100.0 \
    report.final.slew_viol_count 0 \
    tightest_slew_ns 0.656 \
    cpPeakStageDelay_ns 0.57 \
    fin_crit_ns 24.65 \
    crit_type "in -> out" \
    syn_area_um2 1890 \
    power_frac_seq_pct 0 \
    synth.distinct_cells 34 \
    dpl_cell_area_um2 2910 \
    p_int_uw 25.5 \
    hold_start "Signal[1]" \
    power.density_nw_per_um2 15.0 \
    topCellsByArea "fa_1 32%, maj3_1 16%, xnor2_1 13%" \
    end_kind "output port" \
    postCtsHoldBufs 0 \
    first_pass_iters 4 \
    grt_pass1_wl_mm 8.67 \
    rows 21 \
    crit_fanout 21 \
    fmax_mhz 40.6 \
]
[worst max-delay path by stage]
| stage | from | end | slack [ns] |
|---|---|---|---|
| global route | Signal[0] | dataOut[31] | 0.22 |
| CTS | Signal[0] | dataOut[31] | 0.98 |
| finish | Signal[0] | dataOut[31] | 0.95 |
[cell families after synthesis]
group	Yosys count	synth area share, %
AND-OR/OR-AND	45	18.4
XOR/XNOR	30	13.9
adder cells (fa/ha/maj)	62	49.1
buffers and inverters	28	7.30
multiplexers	1	0.531
AND/OR/NAND/NOR	45	10.7
[routing by layer]
layer	GRT usage, %	vias up
li1	-	921
met1	44.0	890
met2	43.6	88
met3	3.68	2
met4	1.42	0
met5	0	-
[metrics by stage]
step | util (%) | setup slack (ns) | hold slack [ns]
after floorplan | - | 2.73 | 10.37
after global placement | 84.0 | 1.05 | 11.35
after detailed placement | 84.0 | 1.01 | 11.33
after CTS | 84.0 | 0.983 | 11.34
after global routing | 84.0 | 0.217 | 11.38
final | 84.0 | 0.954 | 11.33
[power groups by stage]
stage	Sequential (µW)	Clock (µW)	Combinational, µW
finish	0	0	43.7
global route	0	0	49.7
CTS	0	0	43.9
[placed cells by master, fill, tap and decap left out, types with 2 or more instances in the layout]
cell type          n
clkdlybuf4s50_1  102
xor2_1             2
maj3_1            30
o211ai_1           2
inv_1             10
ha_1               2
nor2_1            32
nand2_1            3
fa_1              30
a22oi_1           31
o22ai_1            2
xnor2_1           28
buf_4              5
[worst max-delay path, delay by kind of cell]
family	cells	cell delay, ns
adders and majority gates	29	11.25
buffers and inverters	4	1.32
and+or+nand+nor	3	1.08
AOI/OAI and AO/OA	3	0.53
xor gates and xnor gates	1	0.21
[cell type report]
| cell class | count | area (µm²) | share of cell area [%] |
|---|---|---|---|
| tap | 46 | 57.6 | 1.98 |
| timing repair buffer | 107 | 1060 | 36.3 |
| inverter | 10 | 37.5 | 1.29 |
| multi-input combinational | 183 | 1760 | 60.4 |
Power figures rest on the tool's default switching activity, not on a simulated workload.
