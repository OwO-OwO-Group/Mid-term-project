===== /design/flow/design.v =====
`timescale 1ns/1ns
module Shifters( dataA, dataB, Signal, dataOut );
    input [31:0] dataA;
    input [31:0] dataB;
    input [5:0] Signal;
    output [31:0] dataOut;
    parameter SLL = 6'b000000;
    wire [31:0] wires [5:0];
    assign wires[0] = dataA;  
	assign dataOut = (Signal == SLL && (dataB[31:5]) == 27'b0 ) ? wires[5] : 32'b0 ;  
    assign wires[1][0] = dataB[0] ? 1'b0     : dataA[0];
	assign wires[1][1] = dataB[0] ? dataA[0] : dataA[1];
	assign wires[1][2] = dataB[0] ? dataA[1] : dataA[2];
	assign wires[1][3] = dataB[0] ? dataA[2] : dataA[3];
	assign wires[1][4] = dataB[0] ? dataA[3] : dataA[4];
	assign wires[1][5] = dataB[0] ? dataA[4] : dataA[5];
	assign wires[1][6] = dataB[0] ? dataA[5] : dataA[6];
	assign wires[1][7] = dataB[0] ? dataA[6] : dataA[7];
    assign wires[1][8] = dataB[0] ? dataA[7] : dataA[8];
	assign wires[1][9] = dataB[0] ? dataA[8] : dataA[9];
	assign wires[1][10] = dataB[0] ? dataA[9] : dataA[10];
	assign wires[1][11] = dataB[0] ? dataA[10] : dataA[11];
	assign wires[1][12] = dataB[0] ? dataA[11] : dataA[12];
	assign wires[1][13] = dataB[0] ? dataA[12] : dataA[13];
	assign wires[1][14] = dataB[0] ? dataA[13] : dataA[14];
	assign wires[1][15] = dataB[0] ? dataA[14] : dataA[15];
    assign wires[1][16] = dataB[0] ? dataA[15] : dataA[16];
	assign wires[1][17] = dataB[0] ? dataA[16] : dataA[17];
	assign wires[1][18] = dataB[0] ? dataA[17] : dataA[18];
	assign wires[1][19] = dataB[0] ? dataA[18] : dataA[19];
	assign wires[1][20] = dataB[0] ? dataA[19] : dataA[20];
	assign wires[1][21] = dataB[0] ? dataA[20] : dataA[21];
	assign wires[1][22] = dataB[0] ? dataA[21] : dataA[22];
	assign wires[1][23] = dataB[0] ? dataA[22] : dataA[23];
    assign wires[1][24] = dataB[0] ? dataA[23] : dataA[24];
	assign wires[1][25] = dataB[0] ? dataA[24] : dataA[25];
	assign wires[1][26] = dataB[0] ? dataA[25] : dataA[26];
	assign wires[1][27] = dataB[0] ? dataA[26] : dataA[27];
	assign wires[1][28] = dataB[0] ? dataA[27] : dataA[28];
	assign wires[1][29] = dataB[0] ? dataA[28] : dataA[29];
	assign wires[1][30] = dataB[0] ? dataA[29] : dataA[30];
	assign wires[1][31] = dataB[0] ? dataA[30] : dataA[31];
	assign wires[2][0] = dataB[1] ? 1'b0        : wires[1][0];
	assign wires[2][1] = dataB[1] ? 1'b0        : wires[1][1];
	assign wires[2][2] = dataB[1] ? wires[1][0] : wires[1][2];
	assign wires[2][3] = dataB[1] ? wires[1][1] : wires[1][3];
	assign wires[2][4] = dataB[1] ? wires[1][2] : wires[1][4];
	assign wires[2][5] = dataB[1] ? wires[1][3] : wires[1][5];
	assign wires[2][6] = dataB[1] ? wires[1][4] : wires[1][6];
	assign wires[2][7] = dataB[1] ? wires[1][5] : wires[1][7];
	assign wires[2][8] = dataB[1] ? wires[1][6] : wires[1][8];
	assign wires[2][9] = dataB[1] ? wires[1][7] : wires[1][9];
	assign wires[2][10] = dataB[1] ? wires[1][8] : wires[1][10];
	assign wires[2][11] = dataB[1] ? wires[1][9] : wires[1][11];
	assign wires[2][12] = dataB[1] ? wires[1][10] : wires[1][12];
	assign wires[2][13] = dataB[1] ? wires[1][11] : wires[1][13];
	assign wires[2][14] = dataB[1] ? wires[1][12] : wires[1][14];
	assign wires[2][15] = dataB[1] ? wires[1][13] : wires[1][15];
	assign wires[2][16] = dataB[1] ? wires[1][14] : wires[1][16];
	assign wires[2][17] = dataB[1] ? wires[1][15] : wires[1][17];
	assign wires[2][18] = dataB[1] ? wires[1][16] : wires[1][18];
	assign wires[2][19] = dataB[1] ? wires[1][17] : wires[1][19];
	assign wires[2][20] = dataB[1] ? wires[1][18] : wires[1][20];
	assign wires[2][21] = dataB[1] ? wires[1][19] : wires[1][21];
	assign wires[2][22] = dataB[1] ? wires[1][20] : wires[1][22];
	assign wires[2][23] = dataB[1] ? wires[1][21] : wires[1][23];
	assign wires[2][24] = dataB[1] ? wires[1][22] : wires[1][24];
	assign wires[2][25] = dataB[1] ? wires[1][23] : wires[1][25];
	assign wires[2][26] = dataB[1] ? wires[1][24] : wires[1][26];
	assign wires[2][27] = dataB[1] ? wires[1][25] : wires[1][27];
	assign wires[2][28] = dataB[1] ? wires[1][26] : wires[1][28];
	assign wires[2][29] = dataB[1] ? wires[1][27] : wires[1][29];
	assign wires[2][30] = dataB[1] ? wires[1][28] : wires[1][30];
	assign wires[2][31] = dataB[1] ? wires[1][29] : wires[1][31];
	assign wires[3][0] = dataB[2] ? 1'b0        : wires[2][0];
	assign wires[3][1] = dataB[2] ? 1'b0        : wires[2][1];
	assign wires[3][2] = dataB[2] ? 1'b0        : wires[2][2];
	assign wires[3][3] = dataB[2] ? 1'b0        : wires[2][3];
	assign wires[3][4] = dataB[2] ? wires[2][0] : wires[2][4];
	assign wires[3][5] = dataB[2] ? wires[2][1] : wires[2][5];
	assign wires[3][6] = dataB[2] ? wires[2][2] : wires[2][6];
	assign wires[3][7] = dataB[2] ? wires[2][3] : wires[2][7];
	assign wires[3][8] = dataB[2] ? wires[2][4] : wires[2][8];
	assign wires[3][9] = dataB[2] ? wires[2][5] : wires[2][9];
	assign wires[3][10] = dataB[2] ? wires[2][6] : wires[2][10];
	assign wires[3][11] = dataB[2] ? wires[2][7] : wires[2][11];
	assign wires[3][12] = dataB[2] ? wires[2][8] : wires[2][12];
	assign wires[3][13] = dataB[2] ? wires[2][9] : wires[2][13];
	assign wires[3][14] = dataB[2] ? wires[2][10] : wires[2][14];
	assign wires[3][15] = dataB[2] ? wires[2][11] : wires[2][15];
	assign wires[3][16] = dataB[2] ? wires[2][12] : wires[2][16];
	assign wires[3][17] = dataB[2] ? wires[2][13] : wires[2][17];
	assign wires[3][18] = dataB[2] ? wires[2][14] : wires[2][18];
	assign wires[3][19] = dataB[2] ? wires[2][15] : wires[2][19];
	assign wires[3][20] = dataB[2] ? wires[2][16] : wires[2][20];
	assign wires[3][21] = dataB[2] ? wires[2][17] : wires[2][21];
	assign wires[3][22] = dataB[2] ? wires[2][18] : wires[2][22];
	assign wires[3][23] = dataB[2] ? wires[2][19] : wires[2][23];
	assign wires[3][24] = dataB[2] ? wires[2][20] : wires[2][24];
	assign wires[3][25] = dataB[2] ? wires[2][21] : wires[2][25];
	assign wires[3][26] = dataB[2] ? wires[2][22] : wires[2][26];
	assign wires[3][27] = dataB[2] ? wires[2][23] : wires[2][27];
	assign wires[3][28] = dataB[2] ? wires[2][24] : wires[2][28];
	assign wires[3][29] = dataB[2] ? wires[2][25] : wires[2][29];
	assign wires[3][30] = dataB[2] ? wires[2][26] : wires[2][30];
	assign wires[3][31] = dataB[2] ? wires[2][27] : wires[2][31];
	assign wires[4][0] = dataB[3] ? 1'b0        : wires[3][0];
	assign wires[4][1] = dataB[3] ? 1'b0        : wires[3][1];
	assign wires[4][2] = dataB[3] ? 1'b0        : wires[3][2];
	assign wires[4][3] = dataB[3] ? 1'b0        : wires[3][3];
	assign wires[4][4] = dataB[3] ? 1'b0        : wires[3][4];
	assign wires[4][5] = dataB[3] ? 1'b0        : wires[3][5];
	assign wires[4][6] = dataB[3] ? 1'b0        : wires[3][6];
	assign wires[4][7] = dataB[3] ? 1'b0        : wires[3][7];
	assign wires[4][8] = dataB[3] ? wires[3][0] : wires[3][8];
	assign wires[4][9] = dataB[3] ? wires[3][1] : wires[3][9];
	assign wires[4][10] = dataB[3] ? wires[3][2] : wires[3][10];
	assign wires[4][11] = dataB[3] ? wires[3][3] : wires[3][11];
	assign wires[4][12] = dataB[3] ? wires[3][4] : wires[3][12];
	assign wires[4][13] = dataB[3] ? wires[3][5] : wires[3][13];
	assign wires[4][14] = dataB[3] ? wires[3][6] : wires[3][14];
	assign wires[4][15] = dataB[3] ? wires[3][7] : wires[3][15];
	assign wires[4][16] = dataB[3] ? wires[3][8] : wires[3][16];
	assign wires[4][17] = dataB[3] ? wires[3][9] : wires[3][17];
	assign wires[4][18] = dataB[3] ? wires[3][10] : wires[3][18];
	assign wires[4][19] = dataB[3] ? wires[3][11] : wires[3][19];
	assign wires[4][20] = dataB[3] ? wires[3][12] : wires[3][20];
	assign wires[4][21] = dataB[3] ? wires[3][13] : wires[3][21];
	assign wires[4][22] = dataB[3] ? wires[3][14] : wires[3][22];
	assign wires[4][23] = dataB[3] ? wires[3][15] : wires[3][23];
	assign wires[4][24] = dataB[3] ? wires[3][16] : wires[3][24];
	assign wires[4][25] = dataB[3] ? wires[3][17] : wires[3][25];
	assign wires[4][26] = dataB[3] ? wires[3][18] : wires[3][26];
	assign wires[4][27] = dataB[3] ? wires[3][19] : wires[3][27];
	assign wires[4][28] = dataB[3] ? wires[3][20] : wires[3][28];
	assign wires[4][29] = dataB[3] ? wires[3][21] : wires[3][29];
	assign wires[4][30] = dataB[3] ? wires[3][22] : wires[3][30];
	assign wires[4][31] = dataB[3] ? wires[3][23] : wires[3][31];
	assign wires[5][0] = dataB[4] ? 1'b0        : wires[4][0];
	assign wires[5][1] = dataB[4] ? 1'b0        : wires[4][1];
	assign wires[5][2] = dataB[4] ? 1'b0        : wires[4][2];
	assign wires[5][3] = dataB[4] ? 1'b0        : wires[4][3];
	assign wires[5][4] = dataB[4] ? 1'b0        : wires[4][4];
	assign wires[5][5] = dataB[4] ? 1'b0        : wires[4][5];
	assign wires[5][6] = dataB[4] ? 1'b0        : wires[4][6];
	assign wires[5][7] = dataB[4] ? 1'b0        : wires[4][7];
	assign wires[5][8] = dataB[4] ? 1'b0        : wires[4][8];
	assign wires[5][9] = dataB[4] ? 1'b0        : wires[4][9];
	assign wires[5][10] = dataB[4] ? 1'b0        : wires[4][10];
	assign wires[5][11] = dataB[4] ? 1'b0        : wires[4][11];
	assign wires[5][12] = dataB[4] ? 1'b0        : wires[4][12];
	assign wires[5][13] = dataB[4] ? 1'b0        : wires[4][13];
	assign wires[5][14] = dataB[4] ? 1'b0        : wires[4][14];
	assign wires[5][15] = dataB[4] ? 1'b0        : wires[4][15];
	assign wires[5][16] = dataB[4] ? wires[4][0] : wires[4][16];
	assign wires[5][17] = dataB[4] ? wires[4][1] : wires[4][17];
	assign wires[5][18] = dataB[4] ? wires[4][2] : wires[4][18];
	assign wires[5][19] = dataB[4] ? wires[4][3] : wires[4][19];
	assign wires[5][20] = dataB[4] ? wires[4][4] : wires[4][20];
	assign wires[5][21] = dataB[4] ? wires[4][5] : wires[4][21];
	assign wires[5][22] = dataB[4] ? wires[4][6] : wires[4][22];
	assign wires[5][23] = dataB[4] ? wires[4][7] : wires[4][23];
	assign wires[5][24] = dataB[4] ? wires[4][8] : wires[4][24];
	assign wires[5][25] = dataB[4] ? wires[4][9] : wires[4][25];
	assign wires[5][26] = dataB[4] ? wires[4][10] : wires[4][26];
	assign wires[5][27] = dataB[4] ? wires[4][11] : wires[4][27];
	assign wires[5][28] = dataB[4] ? wires[4][12] : wires[4][28];
	assign wires[5][29] = dataB[4] ? wires[4][13] : wires[4][29];
	assign wires[5][30] = dataB[4] ? wires[4][14] : wires[4][30];
	assign wires[5][31] = dataB[4] ? wires[4][15] : wires[4][31];
endmodule

===== /design/flow/run.sh =====
#!/bin/bash
# OpenROAD 26Q1-2900-gdf79404cd8, Yosys 0.63+post, stock flow scripts
make -C /OpenROAD-flow-scripts/flow DESIGN_CONFIG=/design/flow/config.mk WORK_HOME=/design/flow/orfs finish

===== /design/flow/config.mk =====
export PLATFORM = sky130hd
export DESIGN_NAME = Shifters
export DESIGN_NICKNAME = Shifters
export VERILOG_FILES = /design/flow/design.v
export SDC_FILE = /design/flow/constraint.sdc
export NUM_CORES = 4
export LEC_CHECK = 1
export CORE_UTILIZATION = 40

===== /design/flow/constraint.sdc =====
current_design Shifters

set clk_period 6.0
set clk_io_pct 0.2

create_clock -name clk0 -period $clk_period

set non_clock_inputs [all_inputs -no_clocks]
set_input_delay [expr $clk_period * $clk_io_pct] -clock clk0 $non_clock_inputs
set_output_delay [expr $clk_period * $clk_io_pct] -clock clk0 [all_outputs]

==> notes.md <==
The flow completed. The count of cells in the finished layout, fillers not included, comes to 337. Shortest period the worst path allows landed at 5200 ps. Gates resized during post-CTS repair numbered 0.

Buffers inserted to repair hold after CTS numbered 0. Average wire per standard cell landed at 18.4 µm. Count of tool warnings landed at 33.

Of the cells placed in the final design, the portion with a size suffix greater than 1 is 17.5%. Wires add up to 6200 µm. The horizontal die dimension reported for this design is 69.6 µm.

A synthesized cell averages 9.23 µm². The largest total area in the synthesized netlist belongs to mux4_2. The wire-length estimate of the detail-placed layout is 5140 µm.

Data on the critical path is required at its endpoint by 4800 ps. For this design, Yosys synthesis ends with a cell count of 198. The highest supply drop recorded on VDD is 0.0493 mV. Entering global routing, the biggest net connects 33 pins.

In this run the core area contains 24 standard-cell rows. According to the floorplan report, the placeable core area is 4380 µm². For this run, the script counts the antenna cells in the layout as 0.

The power report puts the leakage power at 0.937 nW. Number of setup buffers added after CTS landed at 0. The run reported a max-capacitance violation count of 0.

Number of DRC violations after detailed routing landed at 0. The layout has 382 filler cells. The max-slew check reports its worst relative slack as 52.4%. From bottom edge to top edge, the die measures 69.6 µm.

Global placer's final weighted congestion landed at 0.966. Number of slew-limit violations in the final report landed at 0. Via density per instance landed at 6.28. Before antenna repair, the detailed router went through 4 iterations. Final tally of hold violations landed at 0. Synthesis handed over a netlist of 198 instances. Before placement the cells fill 41.7% of the core. Distinct cell type count after synthesis landed at 37. Fraction of post-synthesis cell area in the top cell type by area landed at 22.2%.

Leaving out fill and tap cells, the most frequent cell in the layout is clkdlybuf4s50_1. The worst setup path is captured at an output port. By startpoint and endpoint, the worst setup path is classified as in -> out. The main area contributors are mux4_2 (22%), mux4_1 (17%), mux2_2 (13%), a2111oi_0 (4.8%), o22ai_1 (4.1%). Maximum operating frequency landed at 0.192 GHz.

The first global-routing pass estimated 10000 µm of wire. Detailed-route iteration 0 reported a violation count of 166. In this run the worst hold path is classified as in -> out. Via count of the first global-routing pass landed at 1991. The initial antenna violation count came to 0. The worst hold path begins at dataB[3].

STA classifies the critical path startpoint as an input pin. The layout report lists the combined flip-flop and latch area as 0 µm². The placement report lists the number of port buffers as 102. Data arrives at the worst endpoint at 4000 ps. Setup TNS landed at 0 ps.

Per the summary, power density relative to cell area is 65.2 nW/µm². Per the post-route antenna check, the number of violating nets is 0. Actual transition at the worst max-transition pin landed at 711 ps. There are 0 flip-flops and latches. For reference, the critical path is launched at dataB[2].

The run finished with clean final reports. From the final report, the count of setup violators was given as 0. Full die area landed at 4840 µm². The critical path maximum fanout is 13. Share of the yosys chip area belonging to registers landed at 0%. 102 I/O pins were placed. Clock buffers in the final layout number 0. For this run, the chip area from Yosys synthesis comes to 1830 µm². Overall routing resource usage recorded by global route was 26.5%. The detailed placer reported the number of placed instances as 337. By instance count after routing, the leading logic cell types are clkdlybuf4s50_1 (101), mux2_2 (21), mux4_2 (18), nand2_1 (18), nor2_1 (14). For reference, the critical path is captured by dataOut[30]. Residual overflow from global routing landed at 0.

Area of the mapped netlist landed at 1830 µm². Via count of the routed design landed at 2118. Of the available clock period, the critical path in the final layout requires 86.6%.

Area growth from synthesis to layout landed at 55.4%. Setup repair after global routing left no endpoint under its margin. Number of warnings printed during yosys synthesis landed at 1. Total design power landed at 185 µW.
[cell families (layout without fill, tap and decap cells)]
group                  Yosys count  in the layout  synth area share [%]
multiplexers                    57             57                  55.6
AND/OR/NAND/NOR                 70             70                  18.9
AND-OR/OR-AND                   45             45                  18.1
buffers and inverters           26            113                  7.39
[critical path, cell delays in order]
cell             delay [ps]
clkdlybuf4s50_1         800
clkinv_1                310
buf_4                   260
mux4_2                  470
a2111oi_2               430
clkdlybuf4s50_1         530
[report_power, final]
group | switching [mW] | internal, mW
sequential | 0 | 0
clock | 0 | 0
combinational | 0.0799 | 0.105
total | 0.0799 | 0.105
[metrics by stage]
| stage | worst slack, ps | hold WS (ps) | util, % | instance area, µm² |
|---|---|---|---|---|
| detailed placement | 816 | 3570 | 64.8 | 2840 |
| floorplan | 2210 | 2660 | - | 1830 |
| global route | 632 | 3630 | 64.8 | 2840 |
| global placement | 855 | 3570 | 64.8 | 2840 |
| finish | 803 | 3580 | 64.8 | 2840 |
| CTS | 820 | 3580 | 64.8 | 2840 |
[final cells by class]
type | count | area [µm²] | area share (%)
multi-input combinational | 172 | 1690 | 59.6
timing repair buffer | 109 | 1070 | 37.6
tap | 52 | 65.1 | 2.29
inverter | 4 | 15.0 | 0.528
[layer usage]
metal / routed length (µm) / GRT usage (%) / vias to the layer above
met2: 2910 / 41.5 / 111
li1: - / - / 1012
met5: 0 / 0 / -
met4: 35 / 2.27 / 0
met3: 552 / 6.05 / 4
met1: 2700 / 40.8 / 991
[cells in the mapped netlist, types with 3 or more instances]
cell and instances:
mux2_2 21, mux4_2 18, nand2_1 18, nor2_1 14, mux4_1 12, o22ai_1 12
clkbuf_1 11, nor3_1 11, a2111oi_0 10, nor4_1 8, a21oi_1 6, a22oi_1 6
mux2i_1 6, buf_2 5, nand2b_1 4, nor2b_1 4, buf_1 3, inv_1 3
[worst min-delay path by stage]
stage / end / slack, ps / cells after the start
global route: dataOut[12] / 3630 / 5
CTS: dataOut[12] / 3580 / 5
finish: dataOut[15] / 3580 / 5
No activity file was given, so power comes from the tool's default toggle rates.
